==> flow/design.v <==
module branch_pred (
    input logic clk, rstn,branch_taken,is_branch_prev,
    input logic [31:0] epc,fpc,
    output logic pred
);  
logic [2:0] LHT [7:0];
logic [1:0] LPT [7:0];
logic [2:0] pLHT_val,nLHT_val;
logic [2:0] pLHT_index,nLHT_index;
logic [1:0] pLPT_val,nLPT_val;
logic [2:0] pindex,nindex;
assign pindex = epc[4:2];
assign pLHT_val = LHT[pindex];
assign pLHT_index=pLHT_val;
assign pLPT_val = LPT[pLHT_index];
assign nindex=fpc[4:2];
assign nLHT_val = LHT[nindex];
assign nLPT_val = LPT[nLHT_index];
assign nLHT_index=nLHT_val;
assign pred = ((nLPT_val == 2'b00) |(nLPT_val ==2'b01 )) ? 1'b0 : 1'b1;
always_ff @(posedge clk or negedge rstn) begin
    if (!rstn) begin
        for (int i = 0; i < 8; i++) begin
            LHT[i] <= 3'b000;
            LPT[i] <= 2'b11;		 
        end
    end else if (is_branch_prev) begin
			  if(pLPT_val == 2'b00) begin
					LPT[pLHT_index] <= branch_taken ? 2'b01 : 2'b00;
			  end else if (pLPT_val == 2'b01) begin
					LPT[pLHT_index] <= branch_taken ? 2'b11 : 2'b00;
			  end else if (pLPT_val == 2'b10) begin
					LPT[pLHT_index] <= branch_taken ? 2'b11 : 2'b00;
			  end else begin
					LPT[pLHT_index] <= branch_taken ? 2'b11 : 2'b10;
			  end
			  LHT[pindex] <= {branch_taken,pLHT_val[2:1]};
    end
end
endmodule
module branch_target (
    input logic clk, rstn, branch_taken,
    input logic [31:0] epc,fpc,
    output logic [31:0] next_pc,
    output logic pred
);
    parameter int BTB_SIZE = 32;  
    parameter int INDEX_BITS = $clog2(BTB_SIZE);
    logic [INDEX_BITS-1:0] index;
    logic [31:0] BTB [0:BTB_SIZE-1];
	 logic BTB_valid [0:BTB_SIZE-1];
    logic [31:0] branch_target;
    logic is_branch_inst, is_branch_prev;
    branch_pred bpu(
        .clk(clk),
        .rstn(rstn),
        .branch_taken(branch_taken),
		  .is_branch_prev(is_branch_prev),
        .epc(epc),
        .fpc(fpc),
        .pred(pred)
    );
	 assign index = fpc[INDEX_BITS+1:2];
    assign branch_target = BTB[index];
	 assign is_branch_inst = BTB_valid[index];
	 assign is_branch_prev = BTB_valid[epc[INDEX_BITS+1:2]];
    assign next_pc = (pred & is_branch_inst) ? branch_target : fpc+4;
	 assign BTB[10] = (10 + 2) << 2;	 
	 assign BTB[18] = (18 - 2) << 2;
	 assign BTB_valid[10] = 1'b1;
	 assign BTB_valid[18] = 1'b1;
	 always_comb begin
		for (int i = 0; i < BTB_SIZE; i++) begin
			if (i != 10 && i != 18) begin
				BTB[i] = 32'b0;
				BTB_valid[i] = 1'b0;
			end
		end
	end
endmodule
module fetch #(
	parameter NUM_INST = 128
)(
	input logic clk, rstn, stall, 
	input logic alu_zero, prev_pred,
	input logic [2:0] branch_type,
	input logic [31:0] prev_pc, target_pc, pc_with_offset,
	output logic [64:0] fetch_dec_reg,
	output logic flush
);
	logic [31:0] pc;
	logic out_pred;
	logic [31:0] instruction;
	pccalc_pred pclogic_obj (.*);
	inst_memory #(.NUM_INST(NUM_INST)) instmem_obj (.*);
	always @(posedge clk or negedge rstn) begin
		if (~rstn) fetch_dec_reg <= 'b0;
		else if (~stall & flush) fetch_dec_reg <= 'b0;
		else if (~stall) fetch_dec_reg <= {instruction, pc, out_pred};	
	end	
endmodule
module inst_memory #(parameter NUM_INST = 128)
(
	input logic [31:0] pc,
	output logic [31:0] instruction
);
	logic [3:0][7:0] memory [0:NUM_INST-1];
	assign instruction = memory[pc >> 2];
	assign memory[0] = 32'b00000000010000000000001010010011;			 
	assign memory[1] = 32'b01000101011001111000_00110_0110111;		 
	assign memory[2] = 32'b00010010001100110000001100010011;			 
	assign memory[3] = 32'b00000000011000101010000000100011;			 
	assign memory[4] = 32'b00000000011000101010001000100011;			 
	assign memory[5] = 32'b00000000011000101010010000100011;			 
	assign memory[6] = 32'b00000011110000000000001110010011;			 
	assign memory[7] = 32'b00000000100000101101010110000011;			 
	assign memory[8] = 32'b00000000000000101101011000000011;			 
	assign memory[9] = 32'b0;													 
	assign memory[10] = 32'b0000000_01100_01011_000_10000_1100011;	 
	assign memory[11] = 32'b00000000110000101000001010010011;		 
	assign memory[12] = 32'b0000000_00101_00111_100_00101_0110011;	 
	assign memory[13]= 32'b00000000000000000000001100010011;          
	assign memory[14]= 32'b00000000001100000000000010010011;          
	assign memory[15]= 32'b00000000000000000000000110010011;          
	assign memory[16]= 32'b00000000000100011000000110010011;          
	assign memory[17] = 32'b00000000000100110000001100010011;          
	assign memory[18]= 32'b11111110000100110100110011100011;          
	assign memory[19] = 32'b00000000001100110000001100110011;          
	always_comb begin
		for (int i = 20; i < NUM_INST; i++) memory[i] = 32'b0;
	end
endmodule
module pccalc_pred (
	input logic clk, rstn, stall, prev_pred,
	input logic [31:0] prev_pc, pc_with_offset,		 
	input logic [31:0] target_pc,	 
	input logic [2:0] branch_type,
	input logic alu_zero,
	output logic [31:0] pc,		 
	output logic flush, out_pred
);
	logic [31:0] next_pc, next_pc_pred;
	logic branch_taken, pred;
	always @(posedge clk or negedge rstn) begin
		if (!rstn) begin
			pc <= 32'b0;
			out_pred <= 1'b0;
		end
		else if (~stall) begin
			pc <= next_pc;
			out_pred <= flush ? branch_taken : pred;
		end else begin
			pc <= pc;
			out_pred <= out_pred;
		end
	end
	always_comb begin
		if (!flush) 	 
			next_pc = next_pc_pred;
		else if (!branch_type || !branch_taken)  
			next_pc = prev_pc + 4;
		else if (branch_type == 3'b010) 		 
			next_pc = {target_pc[31:1], 1'b0};	 
		else												 
			next_pc = pc_with_offset;
	end
	assign branch_taken = (branch_type == 3'b001) ||
						 (branch_type == 3'b010) || 
						 (branch_type == 3'b011 && alu_zero) ||
						 (branch_type == 3'b100 && (!alu_zero)) ||
						 (branch_type == 3'b101 && (!alu_zero)) ||
						 (branch_type == 3'b110 && alu_zero); 	 
	assign flush = (branch_type) && (branch_taken ^ prev_pred);
	branch_target btu (
        .clk(clk),
        .rstn(rstn),
        .branch_taken(branch_taken),
        .epc(prev_pc),
        .fpc(pc),
        .pred(pred),
		  .next_pc(next_pc_pred)
    );
endmodule
==> flow/run.sh <==
#!/bin/bash
# OpenROAD 26Q1-2900-gdf79404cd8, Yosys 0.63+post, stock flow scripts
make -C /OpenROAD-flow-scripts/flow DESIGN_CONFIG=/design/flow/config.mk WORK_HOME=/design/flow/orfs finish
==> flow/config.mk <==
export PLATFORM = sky130hd
export DESIGN_NAME = fetch
export DESIGN_NICKNAME = fetch
export VERILOG_FILES = /design/flow/design.v
export SDC_FILE = /design/flow/constraint.sdc
export NUM_CORES = 4
export LEC_CHECK = 1
export CORE_UTILIZATION = 30
==> flow/constraint.sdc <==
current_design fetch

set clk_period 7.5
set clk_io_pct 0.2

create_clock -name clk0 -period $clk_period [get_ports {clk}]

set non_clock_inputs [all_inputs -no_clocks]
set_input_delay [expr $clk_period * $clk_io_pct] -clock clk0 $non_clock_inputs
set_output_delay [expr $clk_period * $clk_io_pct] -clock clk0 [all_outputs]
==> results.txt <==
Implementation results. The flow ran to the end, and the final reports show no timing, DRC or antenna violations. Once the clock tree was built, the setup fixing pass inserted 0 buffers. In this run the full chip footprint comes out at 0.02861 mm2. Aggregate negative setup slack landed at 0 ns. The worst setup path is launched from an input pin. In this run the critical register-to-register path is captured at pclogic_obj.pc[5]. The tree is rooted in a sky130_fd_sc_hd__clkbuf_16. Fraction of power consumed by sequential logic landed at 0.344. The tool flagged a number of max-cap violations equal to 0.

Hold violation count in the final report landed at 0. At the floorplan stage, the core utilization is reported as 0.3084. Hold repair after CTS inserted 0 buffers. Final setup violation count landed at 0.

In the final run the clock tree shows a worst skew of 0.009434 ns. In the finished design, the share of the clock period the worst path needs comes to 0.7012. STA puts the critical path data required time at 6.00 ns. Total number of vias landed at 7411. Buffer levels on the longest clock path landed at 2.

Arrival time at the worst endpoint landed at 3.76 ns. Count of distinct cell types in the synthesized netlist landed at 79. Once placement completed, the tool counted placed cells totaling 1433. Number of filler cells placed in the layout landed at 2689. In this run the power density over the cells is 293.9 mW/mm2. The via count of the first global-routing pass is 7270.

Yosys warning tally landed at 10. Maximum number of pins on one net before global-route repair landed at 71. Die boundary width landed at 169.2 um.

I/O pin count landed at 170. The floorplan has 60 rows. Counting instances, the worst hold path has a depth of 0. Once detailed placement completed, the half-perimeter wirelength came to 18240 um. The detailed router finished its first iteration with 601 violations. Detailed-route wire length per cell landed at 16.72 um. Per the synthesis report, the dominant area consumer among library cells is sky130_fd_sc_hd__dfrtp_1.

The register with the most flip-flops in the layout has 58 of them. Fraction of final layout cells sized beyond drive strength 1 landed at 0.09881. Path depth of the worst reg2reg path landed at 10. In the routed layout, each cell is associated on average with a via count of 5.059. Setup repair after global routing left no endpoint under its margin. Across every metal layer, demand over resource in global routing totals 0.1784. The congestion estimate from routability-driven global placement came to 0.9018.

Switching power as a fraction of the total was reported as 0.3530. For this run, asynchronously set or reset flops after synthesis account for 1.000. In this run the cell area of the synthesized design comes to 0.008382 mm2. According to the hold report, the worst path is of the reg2reg type.

Area of the core region landed at 0.02718 mm2. Summing over the stages, the warning tally comes to 34. Overall power landed at 3.210 mW. The final timing report derives a shortest allowable period of 5.259 ns. Static leakage power landed at 4.338 nW. Post-synthesis, Yosys gives the total cell area as 0.008382 mm2. The highest supply drop recorded on VDD is 0.1819 mV. Per the post-CTS timing run, clock transition at the registers of the reported paths is 0.06 ns. Clock buffer count from CTS landed at 17.

The synth_stat.txt file lists the number of cells as 962. Aggregate routed wire length landed at 24500 um. Die boundary height landed at 169.2 um. The first global-routing pass estimated 39720 um of wire. Among all flip-flop cells after synthesis, the most frequent one is sky130_fd_sc_hd__dfrtp_1. In the post-synthesis netlist, the biggest area contributors are sky130_fd_sc_hd__dfrtp_1, sky130_fd_sc_hd__nand2_1, sky130_fd_sc_hd__mux2i_1, sky130_fd_sc_hd__dfstp_2, sky130_fd_sc_hd__a21oi_1.

Aggregate global routing overflow landed at 0. Looking at the reg2reg group, the worst path starts from pclogic_obj.pc[3]. For this run, the register share of the synthesized area comes to 0.3935. STA reports a reg2reg setup slack of 3.40 ns. Highest clock rate landed at 190.2 MHz. Synthesis produced 962 cells. The synthesized design contains 0 enable-type register cells. OpenSTA lists the critical path startpoint as branch_type[2].

Pins over their slew limit in the final report were tallied at 0. Leaving out filler cells and counting taps, the final layout contains 1465. TritonCTS built the clock tree. Along the worst path, the maximum fanout reaches 32. The power report attributes to the clock group a share of 0.294. The worst hold path terminates at pclogic_obj.btu.bpu.LHT[5][2]. Among all cell types in the netlist, the one instantiated most often is sky130_fd_sc_hd__nand2_1.

For the worst min-delay path, the startpoint reported by OpenROAD is pclogic_obj.btu.bpu.LHT[5][2]. Share of Yosys cell area claimed by the top area cell type landed at 0.3433. For the worst-skew pair, the clock arrives at the later sink with an insertion delay of 0.42 ns.

Number of port buffers landed at 166. Count of TritonRoute iterations in the first routing pass landed at 7. Number of resized instances in the post-cts repair step landed at 0. The number of antenna violations at the first check in global routing was 0. The tree built by TritonCTS fans out to 131 sinks. Compared with the post-synthesis result, the final layout area differs by 30.32%. The average instance in the mapped netlist occupies 8.713 um2. Antenna repair during routing inserted a diode count of 0. Final antenna-violating net count landed at 0. Switching power landed at 1.133 mW. Transition at the pin with the smallest max-transition slack landed at 0.7960 ns.

Detailed-route DRC error count landed at 0. The share of total power dissipated in combinational logic is 0.362. Internal power comes to 2.077 mW. The H-tree was split into 4 levels. Worst slew margin relative to its limit landed at 0.4618. The commonest cells after synthesis are sky130_fd_sc_hd__nand2_1, sky130_fd_sc_hd__dfrtp_1, sky130_fd_sc_hd__nor2_1, sky130_fd_sc_hd__clkbuf_1, sky130_fd_sc_hd__a21oi_1. The critical path is of the in2out type. STA classifies the critical path endpoint as a primary output. Per the synth log, the flip-flop and latch total comes to 131.
[area by class of cell]
| cell class | instances | area, um2 | share of cell area |
|---|---|---|---|
| Timing Repair Buffer | 181 | 1769 | 0.1620 |
| Clock buffer | 19 | 442.9 | 0.04055 |
| Sequential cell | 131 | 3298 | 0.3019 |
| Clock inverter | 13 | 231.5 | 0.02119 |
| Inverter | 34 | 127.6 | 0.01168 |
| Tap cell | 372 | 465.4 | 0.04261 |
| Multi-Input combinational cell | 715 | 4588 | 0.4200 |
[layer usage]
| layer | global-route usage | up-vias | part of all wire | wire length, um |
|---|---|---|---|---|
| li1 | - | 3684 | - | - |
| met1 | 0.2826 | 3473 | 0.49 | 12010 |
| met2 | 0.2546 | 231 | 0.42 | 10330 |
| met3 | 0.04607 | 23 | 0.075 | 1844 |
| met4 | 0.02233 | 0 | 0.013 | 314 |
| met5 | 0 | - | 0 | 0 |
[through the flow]
stage	worst slack, ns	utilization	cell area, um2	hold slack [ns]
after floorplan	3.097	-	8386	0.4228
after global routing	2.088	0.4019	10920	0.4168
final	2.241	0.4019	10920	0.3946
after CTS	2.235	0.4019	10920	0.4015
after global placement	2.251	0.3771	10250	0.3824
after detailed placement	2.227	0.3771	10250	0.3875
[how the worst max path moves through the flow]
| stage | to | cells after the start |
|---|---|---|
| 4_1_cts | flush | 8 |
| 5_1_grt | flush | 8 |
| 6_report | flush | 8 |
[cell families (layout without fill, tap and decap cells)]
group                    after synthesis  after routing  share of synthesized area
AND-OR/OR-AND                        235            235                     0.1936
XOR/XNOR                              35             35                    0.03657
adder cells (fa/ha/maj)               16             16                    0.02344
buffers and inverters                117            247                    0.06016
flip-flops                           131            131                     0.3935
multiplexers                          69             69                    0.08986
other                                  1              2                  0.0004474
AND/OR/NAND/NOR                      358            358                     0.2024
[power groups by stage]
stage	Clock, mW	Combinational, mW	Sequential (mW)
6_report	0.943	1.16	1.10
5_1_grt	0.993	1.29	1.14
4_1_cts	0.958	1.16	1.10
[worst max-delay path: stages]
cell,delay (ns)
sky130_fd_sc_hd__clkdlybuf4s50_1,0.53
sky130_fd_sc_hd__inv_1,0.07
sky130_fd_sc_hd__maj3_1,0.38
sky130_fd_sc_hd__o22ai_1,0.15
sky130_fd_sc_hd__a21bo_2,0.15
sky130_fd_sc_hd__buf_4,0.34
sky130_fd_sc_hd__clkinv_1,0.17
sky130_fd_sc_hd__clkdlybuf4s50_1,0.43
[layout by cell type, fill, tap and decap left out, types with 17 or more instances in the layout]
| cell | n |
|---|---|
| sky130_fd_sc_hd__dfrtp_1 | 115 |
| sky130_fd_sc_hd__xnor2_1 | 23 |
| sky130_fd_sc_hd__o211ai_1 | 17 |
| sky130_fd_sc_hd__mux2i_1 | 43 |
| sky130_fd_sc_hd__o31ai_1 | 21 |
| sky130_fd_sc_hd__nand3_1 | 31 |
| sky130_fd_sc_hd__nand2_1 | 154 |
| sky130_fd_sc_hd__nor2_1 | 66 |
| sky130_fd_sc_hd__a21oi_1 | 53 |
| sky130_fd_sc_hd__nor3_1 | 21 |
| sky130_fd_sc_hd__clkdlybuf4s50_1 | 164 |
| sky130_fd_sc_hd__o21ai_0 | 50 |
| sky130_fd_sc_hd__inv_1 | 33 |
| sky130_fd_sc_hd__buf_4 | 17 |
| sky130_fd_sc_hd__clkbuf_16 | 17 |
Power and IR drop assume default switching activity.
